File: ./run.sh
#!/bin/bash
# OpenROAD 26Q1-2900-gdf79404cd8, Yosys 0.63+post, stock flow scripts
make -C /OpenROAD-flow-scripts/flow DESIGN_CONFIG=/design/flow/config.mk WORK_HOME=/design/flow/orfs finish
File: ./config.mk
export PLATFORM = sky130hd
export DESIGN_NAME = RegFiles
export DESIGN_NICKNAME = RegFiles
export VERILOG_FILES = /design/flow/design.v
export SDC_FILE = /design/flow/constraint.sdc
export NUM_CORES = 4
export LEC_CHECK = 1
export CORE_UTILIZATION = 50
File: ./constraint.sdc
current_design RegFiles

set clk_period 11.0
set clk_io_pct 0.2

create_clock -name clk0 -period $clk_period [get_ports {clk}]

set non_clock_inputs [all_inputs -no_clocks]
set_input_delay [expr $clk_period * $clk_io_pct] -clock clk0 $non_clock_inputs
set_output_delay [expr $clk_period * $clk_io_pct] -clock clk0 [all_outputs]
File: ./design.v
`timescale 1ns / 1ps
module RegFiles(
        input clk,
        input rst,
        input we,
        input [4:0] raddr1,
        input [4:0] raddr2,
        input [4:0] waddr,
        input [31:0] wdata,
        output [31:0] rdata1,
        output [31:0] rdata2
        );
    reg [31:0] array_reg [0:31];
     assign rdata1=array_reg[raddr1];
      assign rdata2=array_reg[raddr2];
    integer i;
    always@(posedge clk or posedge rst) begin
        if(rst)  for(i=0;i<32;i=i+1) begin
           array_reg[i]<=32'b0;
        end
        else begin
            if(we&&waddr!=5'b0) array_reg[waddr]<=wdata;
        end
    end
endmodule
==> qor.yml <==
first_iter_violations: 6248
max_freq_mhz: 112
crit_end: "rdata2[28]"
path_cells: "buf_2 -> buf_4 -> nand3b_1 -> nor2_4 -> buf_4 -> a22oi_1 -> nand4_1 -> nor3_1 -> a31oi_1 -> clkdlybuf4s50_1"
r2r-end: "array_reg[5][21]$_DFFE_PP0P_"
synth.distinct_cells: 66
dieArea_mm2: 0.104
crit_cells: 10
cts.path.max_buffers: 3
clk_pin_slew_ps: 60
worst_slew_pin_slew_ps: 1220
warnings: 35
p_per_area_mw_per_mm2: 183
synth_area_mm2: 0.0513
wl_um: 272000
skew_ps: 0
ys_area_mm2: 0.0513
synthArstFlopShare: 1.00
area_growth_pct: 13.0
postSynthSeqShare: 0.499
htreeDepth: 3
num_vias: 44800
fin_util: 0.570
status: "finished clean"
route.met3.wl_um: 49200
rr_startpoint: "array_reg[5][21]$_DFFE_PP0P_"
ff_type: "dfrtp_1"
period_used_share: 0.815
clk_latency_ps: 720
place.gp.congestion: 1.09
io_buffer_count: 113
ys_cells: 4394
grt-ovfl-total: 0
cts_hold_buffers: 0
grt_first_pass_wirelength_um: 370000
first_pass_iters: 31
hp-class: "flop to flop"
largest_reg_flops: 1024
top_layer: "met5"
hold_viol_final: 0
cp_slowest_stage_delay_ps: 1020
dp_hpwl_um: 166000
rsz0062_at_grt: "false"
drt-met1-wl_um: 95600
crit_family: "simple AND/OR/NAND/NOR gates"
die_h_um: 322
synthCells: 4394
r2r_slack_ps: 10050
rows: 117
slew_headroom: 0.188
setup_viol: 0
ios: 114
fin_crit_ps: 8960
grt_usage: 0.553
grt_max_degree: 123
core-area_mm2: 0.102
cp_max_fo: 23
critPathKind: "input pin to output port"
crit_path_end_kind: "output port"
cp_data_arrival_time_ps: 6760
viasPerCell: 7.66
grt_pass1_vias: 43600
post_cts.repair.setup_buffers: 0
leakage_nw: 25.3
wl_met2_um: 104000
critPathLaunchType: "input pin"
synth.yosys.warnings: 2
drc: 0
worst_ep_required_time_ps: 8800
tns_ps: 0
edf_count: 0
antenna_found_initial: 13
cts_root_buffer: "clkbuf_16"
critPathLaunch: "raddr2[0]"
fp_util: 0.505
path_buffers: 4
maxCapViolCount: 0
ys.flops: 1024
slowest_stage: "nor2_4"
cp_common_cell: "buf_4"
reg2reg_depth: 1
post_drt_wl_per_cell_um: 46.5
drt.antenna.violating_nets: 0
drive_above_1_share: 0.336
ir_worst_vdd_mv: 0.145
die_x_um: 322
syn_area_per_cell_um2: 11.7
cts_tree: "built"
cts.sinks: 1024
drv_slew: 0
cts.repair.resized: 0
numCtsBuffers: 109
[per-layer routing]
| layer | vias to the layer above | track usage |
|---|---|---|
| li1 | 16700 | - |
| met1 | 22400 | 0.714 |
| met2 | 4238 | 0.692 |
| met3 | 1410 | 0.372 |
| met4 | 23 | 0.328 |
| met5 | - | 0.0227 |
[logic make-up (layout without fill, tap and decap cells)]
logic type | Yosys count | after routing | share of synthesized area
flops | 1024 | 1024 | 0.499
simple gates | 778 | 778 | 0.0742
mux | 1052 | 1052 | 0.230
compound gates | 1077 | 1077 | 0.156
other cells | 0 | 14 | 0
buf+inv | 463 | 535 | 0.0406
[per-stage QoR]
step           setup WS [ps]  cells  total power, mW  hold slack [ps]  instance area (µm²)
4_1_cts                 2370   5834             10.5              404                58000
5_1_grt                 2290   5838             10.9              410                58000
6_report                2040   5848             10.6              404                58000
3_3_place_gp            2350   5635             6.72              390                54300
3_5_place_dp            2400   5635             6.74              390                54300
2_1_floorplan          -5310   4394             5.95              451                51400
[synth_stat cells (7+ instances only)]
library cell,instances,area (µm²)
a221oi_1,26,228
nor3_1,55,275
o32a_1,14,140
or3_1,8,50.1
a31oi_1,21,131
nand2_1,252,946
dfrtp_1,1024,25600
clkbuf_1,195,732
a2111oi_0,10,87.6
a22o_1,35,307
a2bb2oi_1,9,78.8
nor2_2,18,113
and3_1,15,93.8
a22oi_1,751,5640
a211oi_1,10,75.1
nor4_1,35,219
nor2_1,155,582
buf_1,48,180
a222oi_1,22,220
mux2_2,996,11200
o21ai_0,30,150
and2_1,7,43.8
a21oi_1,84,420
mux2i_1,45,450
nand4_1,101,632
buf_2,188,941
buf_4,20,150
nand2b_1,21,131
inv_1,7,26.3
nand3b_1,9,67.6
mux2_1,9,101
a32oi_1,17,149
o22ai_1,12,75.1
nand3_1,52,260
nor2b_1,12,75.1
[worst min path at each step]
stage                           startpoint                      endpoint  cells after the start
global route  array_reg[0][25]$_DFFE_PP0P_  array_reg[0][25]$_DFFE_PP0P_                      0
finish        array_reg[0][25]$_DFFE_PP0P_  array_reg[0][25]$_DFFE_PP0P_                      0
CTS            array_reg[0][0]$_DFFE_PP0P_   array_reg[0][0]$_DFFE_PP0P_                      0
[where the power goes]
| part | internal (mW) | switching (mW) | leakage [nW] |
|---|---|---|---|
| combinational | 0.802 | 0.738 | 10.4 |
| sequential | 4.47 | 0.761 | 13.1 |
| clock | 2.21 | 1.62 | 1.79 |
[cell usage in the layout (no fill, tap or decap), types with 7 or more instances in the layout]
cell / n
buf_4: 214
a211oi_1: 10
a22oi_1: 751
a22o_1: 35
mux2_1: 9
nor2_4: 71
nor3_1: 52
dfrtp_1: 1024
nor2_1: 105
mux2i_1: 45
a222oi_1: 22
nor4_1: 34
a221oi_1: 26
a2111oi_0: 10
o22ai_1: 12
nand3b_1: 9
o21ai_0: 30
clkbuf_1: 27
clkinv_2: 20
nand3_1: 50
nand2_1: 239
and3_1: 14
nand2b_1: 19
bufinv_16: 10
a21oi_1: 84
clkbuf_8: 18
o32a_1: 14
clkbuf_16: 111
and2_1: 7
clkdlybuf4s50_1: 105
nand2_2: 12
a32oi_1: 17
a31oi_1: 21
or3_1: 8
nand4_1: 101
mux2_2: 996
nor2b_1: 8
a2bb2oi_1: 9
diode_2: 14
[cell type report]
type / count / area, µm²
inverters: 7 / 30.0
repair buffers: 329 / 2770
fillers: 8539 / 43700
well taps: 1368 / 1710
clock inverters: 43 / 523
clock buffers: 156 / 3130
diodes: 14 / 35.0
multi-input cells: 2907 / 24200
flip-flops and latches: 1024 / 25600
No activity file was given, so power comes from the tool's default toggle rates.
