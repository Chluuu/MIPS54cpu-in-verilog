===== design/flow/config.mk =====
export PLATFORM = sky130hd
export DESIGN_NAME = dmem
export DESIGN_NICKNAME = dmem
export VERILOG_FILES = /design/flow/design.v
export SDC_FILE = /design/flow/constraint.sdc
export NUM_CORES = 4
export LEC_CHECK = 1
export CORE_UTILIZATION = 30
export SYNTH_MEMORY_MAX_BITS = 65536

===== design/flow/constraint.sdc =====
current_design dmem

set clk_period 130.7
set clk_io_pct 0.2

create_clock -name clk0 -period $clk_period [get_ports {clk}]

set non_clock_inputs [all_inputs -no_clocks]
set_input_delay [expr $clk_period * $clk_io_pct] -clock clk0 $non_clock_inputs
set_output_delay [expr $clk_period * $clk_io_pct] -clock clk0 [all_outputs]

===== design/flow/design.v =====
`timescale 1ns / 1ps
module dmem(
        input clk,
        input d_ram_wena,
        input [31:0] daddr,
        input [31:0] data_in,
        output  [31:0] data_out
        );
 reg [31:0] state [0:512];
    always@(posedge clk) begin
        if(d_ram_wena) begin
            if(daddr!=0) state[daddr]<=data_in;
        end
    end 
    assign data_out=state[daddr];
endmodule

===== design/flow/run.sh =====
#!/bin/bash
# OpenROAD 26Q1-2900-gdf79404cd8, Yosys 0.63+post, stock flow scripts
make -C /OpenROAD-flow-scripts/flow DESIGN_CONFIG=/design/flow/config.mk WORK_HOME=/design/flow/orfs finish

==> flow_summary.ini <==
; generated from flow reports
[logic_synthesis]
top_cell_area_share = 0.789
yosys.area.top_type = edfxtp_1
synth.avg_cell_area_um2 = 20.4
yosysWarnings = 1
edf_count = 16400
flop_cell = edfxtp_1
async_flop_share = 0
synth_seq_share = 0.789
ys.flops = 16400
area_leaders = edfxtp_1, mux2i_1, mux4_2, o22ai_1, buf_2
syn_area_um2 = 625000
syn_inst = 30600
yosys_area_um2 = 625000
ys_cells = 30600
synthDistinctLibCells = 79

[clock_network]
cts-resized-gates = 0
cts_hold_buf = 0
cts_setup_buffers = 0
cts_tree = built
path_clk_slew_ns = 0.06
h-tree-depth = 7
cts-root-buf = clkbuf_16
clk_path_buf_depth = 6
numCtsBuffers = 1718
clock_sinks = 16400

[grt]
track_usage = 0.227
grt_max_degree = 137
grt_pass1_vias = 355000
gr-total-overflow = 0
grt_pass1_wl_mm = 2990
antenna_found_initial = 231

[sta]
period_needed_ns = 62.45
relSlewSlack = -0.108
holdWs_ns = 25.16
setup_violations = 0
tns_ns = 0
worstMarginPinSlew_ns = 1.66
finalClockPeriodUsage = 0.478
slew_viol_final = 3
hold_viol = 0
rsz0062_at_grt = false
clock.fmax_mhz = 16.0

[power]
ir_worst_vdd_mv = 0.0122
cellLeakagePower_nw = 233
power_density_nw_per_um2 = 15.3

[min_path]
hp-class = in -> reg
min_from = data_in[21]
hold_end = state[118][21]
hold_depth = 1

[finish]
regMostFlops = state
largest_reg_flops = 16400
drive_gt1_frac = 0.207
syn2layout_area_growth_pct = 16.5
largestRegisters = state: 16416 flops
fin_area_um2 = 728000

[setup_path]
path_delay_family = buffers and inverters
path_max_fanout = 81
cpPeakStageDelay_ns = 0.73
cp.required_ns = 104.56
setup.worst_path.end_class = output pin
crit_top_cell = buf_4
crit_chain = buf_16, buf_4, buf_4, buf_4, buf_4, buf_4, buf_4, buf_4, buf_4, buf_4, mux2i_1, o22ai_1, nor4_1, a31oi_1, buf_4, a32oi_1, buf_4, o32a_1, buf_4, nand4_1, clkdlybuf4s50_1
worstSetupStartpointType = input port
path_buffers = 14
arrival_ns = 36.31
worst_path_max_delay_cell = a32oi_1
worstSetupPathType = in -> out

[run_status]
status = finished with violations
violations = capacitance limit, slew limit

[drt]
ant_nets = 0
finalWirelength_mm = 2240
vias_per_cell = 5.35
vias = 333000
first_iter_violations = 24600
routedWlPerCell_um = 36.1
post-route-drc-count = 0
drtPass1Iterations = 6

[placement]
place_congestion = 0.924
portBuffers = 97
dpl.hpwl_mm = 1340
post_dp_cell_area_um2 = 672000

[die]
row_count = 530
die_w_mm = 1.45
io_pins = 98
core_area_um2 = 2080000
die_y_mm = 1.45
fp_util = 0.301
die-area_um2 = 2090000

[job]
openroad.warnings = 76
cap_violations = 1
how the worst max path moves through the flow:
stage / startpoint / endpoint / cells past startpoint
4_1_cts: daddr[1] / data_out[6] / 21
5_1_grt: daddr[1] / data_out[6] / 21
6_report: daddr[1] / data_out[6] / 21
per-layer routing:
layer  up-vias  GRT usage  wire (µm)
li1     132000          -          -
met1    163000      0.177     550000
met2     31800      0.311     970000
met3      5683      0.251     541000
met4       437      0.134     163000
met5         -     0.0770      18600
cells in the mapped netlist (all sizes together) (128+ instances only):
cell type	n
edfxtp	16400
mux2i	4533
mux4	1883
o22ai	1872
buf	1358
nor2	896
nand2	551
clkbuf	445
a22oi	430
nor4	413
o21ai	334
nand3	221
a21oi	207
nor3	166
nand4	128
power by group:
part	total [mW]	switching, mW	internal, mW
Sequential	5.80	0.000731	5.79
Clock	4.76	1.99	2.77
Combinational	0.548	0.396	0.152
Total	11.1	2.39	8.72
area by class of cell:
cell class	instances	area (µm²)
clock inverter	1002	9340
timing repair buffer	2100	17000
multi-input combinational	12400	128000
inverter	7	56.3
clock buffer	2053	44800
sequential	16400	493000
antenna	545	1360
fill	188000	1350000
tap	27700	34600
logic make-up after synthesis:
| group | Yosys count | share of synthesized area |
|---|---|---|
| muxes | 6470 | 0.141 |
| buffers and inverters | 1810 | 0.0149 |
| and+or+nand+nor | 2507 | 0.0188 |
| AOI/OAI and AO/OA | 3431 | 0.0361 |
| DFF | 16400 | 0.789 |
placed cells by master, fill, tap and decap left out, types with 36 or more instances in the layout:
cell             Yosys  layout
a211oi_1            80      78
a21oi_1            207     202
a221oi_1            67      66
a22o_1              62      62
a22oi_1            430     430
a31oi_1             63      56
buf_12               1      61
buf_4              200    1937
buf_8                3      36
bufinv_16            0     176
clkbuf_1           445     311
clkbuf_16            0    1742
clkdlybuf4s50_1      0      56
clkinv_1             2     396
clkinv_2             0     328
clkinvlp_4           0      52
diode_2              0     545
edfxtp_1         16400   16400
mux2_2              54      54
mux2i_1           4533    4532
mux4_2            1883    1883
nand2_1            551     501
nand2_4              0      48
nand3_1            221     221
nand4_1            128     128
nor2_1             895     369
nor2_4               0     517
nor3_1             166     156
nor4_1             412     405
o2111ai_1           50      47
o211ai_1            59      59
o21ai_0            330     320
o22ai_1           1872    1872
per-stage QoR:
step	worst slack [ns]	total power, mW	instances	util
4_1_cts	68.40	11.1	61600	0.349
6_report	68.25	11.1	62200	0.350
2_1_floorplan	76.06	6.14	30600	-
3_3_place_gp	67.58	6.43	58600	0.323
3_5_place_dp	68.45	6.44	58600	0.323
5_1_grt	68.31	11.3	62000	0.350
No activity file was given, so power comes from the tool's default toggle rates.
