## ./design.v

```verilog
`timescale 1ns / 1ps
module CP0(
        input clk,
        input rst,
        input teq_exc,
        input mtc0,             
        input [31:0] pc,
        input [4:0] addr,         
        input [31:0] wdata,     
        input eret,             
        input [3:0] cause,
        output [31:0] rdata,     
        output [31:0] exc_addr     
    );
    parameter    SYSCALL     =   4'b1000,
                BREAK       =   4'b1001,
                TEQ            =   4'b1101,
                IE            =    0;
    reg [31:0] cop0 [0:31];
    wire [31:0] status    =    cop0[12];
    integer i;
    wire exception    =    status[0]&&    ((status[1]&&cause==SYSCALL)||
                                     (status[2]&&cause==BREAK)    ||
                                     (status[3]&&cause==TEQ&&teq_exc));
    always@(posedge clk or posedge rst) begin
        if(rst)begin
            for(i=0;i<32;i=i+1)
                cop0[i]<=0;
        end
        else begin
            if(mtc0)
                cop0[addr]    <=    wdata;
            else if(exception)begin
                cop0[14]    <=    pc;
                cop0[12]    <=    status<<5;
                cop0[13]    <=    {24'b0,cause,2'b0};
            end
            else if(eret) begin
                cop0[12]    <=    status>>5;
            end
        end 
    end
    assign exc_addr    =    eret?cop0[14]:32'h00400004;
    assign rdata    =    cop0[addr];
endmodule
```

## ./run.sh

```bash
#!/bin/bash
# OpenROAD 26Q1-2900-gdf79404cd8, Yosys 0.63+post, stock flow scripts
make -C /OpenROAD-flow-scripts/flow DESIGN_CONFIG=/design/flow/config.mk WORK_HOME=/design/flow/orfs finish
```

## ./config.mk

```make
export PLATFORM = sky130hd
export DESIGN_NAME = CP0
export DESIGN_NICKNAME = CP0
export VERILOG_FILES = /design/flow/design.v
export SDC_FILE = /design/flow/constraint.sdc
export NUM_CORES = 4
export LEC_CHECK = 1
export CORE_UTILIZATION = 50
```

## ./constraint.sdc

```tcl
current_design CP0

set clk_period 12.5
set clk_io_pct 0.2

create_clock -name clk0 -period $clk_period [get_ports {clk}]

set non_clock_inputs [all_inputs -no_clocks]
set_input_delay [expr $clk_period * $clk_io_pct] -clock clk0 $non_clock_inputs
set_output_delay [expr $clk_period * $clk_io_pct] -clock clk0 [all_outputs]
```

==> impl_metrics.py <==
# Metrics from the implementation run
metrics = {
    "synth": {
        "compound_area_share_pct": 7.14,
        "synth-xor-area-share_pct": 0,
        "synth-edff-count": 0,
        "ys_warn_count": 2,
        "ys_sh_simple_pct": 10.5,
        "ff_type": "dfrtp_1",
        "logic_family": "multiplexers",
        "ys_async_sr_fraction_pct": 100,
        "synth_cell_types": 78,
        "ys_cells": 3840,
        "ys_seq_share_pct": 53.5,
        "ys_area_um2": 47900,
        "synthCells": 3840,
        "avgSynthCellArea_um2": 12.5,
        "mux_share_pct": 24.9,
        "adder_share_pct": 0,
        "ys.flops": 1024,
        "synth_area_um2": 47900,
    },
    "clock_network": {
        "cts.sinks": 1024,
        "clk_pin_slew_worst_paths_ns": 0.06,
        "cts_tree": "built",
        "root_buffer": "clkbuf_16",
        "cts_resized": 0,
        "cts-hold-fix-buffers": 0,
        "clockBufferDepth": 3,
        "clkLatencyLatePin_ns": 0.71,
        "postCtsSetupBuffers": 0,
        "cts_made_buffers": 109,
        "htreeDepth": 3,
    },
    "timing": {
        "hold_viol_final": 0,
        "skew_ns": 0.0261,
        "finalSetupViolations": 0,
        "worst_pin_slew_ns": 1.16,
        "slew_violations": 0,
        "setup_tns_ns": 0,
        "rsz0062_at_grt": "no",
        "setup_ws_ns": 3.03,
        "max_freq_mhz": 106,
        "period_used_pct": 75.7,
        "max-slew-margin-rel_pct": 22.0,
        "finalCriticalPeriod_ns": 9.47,
    },
    "route": {
        "ant_nets": 0,
        "drt-vias-per-instance": 6.67,
        "first_pass_iters": 8,
        "drc": 0,
        "vias": 34800,
        "drt_iter0_markers": 3017,
        "routed_wl_um": 172000,
        "route.detailed.wl_per_inst_um": 33.1,
    },
    "power_and_ir_drop": {
        "switchingPower_uw": 2330,
        "power.leakage_uw": 0.0248,
        "switching_share_pct": 25.9,
        "ir_worst_vdd_mv": 0.134,
        "p_clk_share_pct": 36.9,
        "power.density_nw_per_um2": 166,
        "comb_power_share_pct": 14.4,
        "p_seq_share_pct": 48.7,
        "p_int_uw": 6670,
    },
    "floorplan": {
        "die_w_um": 312,
        "die_y_um": 312,
        "dieArea_um2": 97100,
        "fp_util_pct": 50.4,
        "io_pins": 142,
        "core_um2": 95000,
        "std_cell_rows": 113,
    },
    "layout": {
        "top_regs": "cop0 (1024)",
        "synthToLayoutAreaGrowth_pct": 13.0,
        "largest_register_ffs": 1024,
        "top_register": "cop0",
        "fin_util_pct": 57.0,
        "drive_gt1_share_pct": 33.1,
        "fin_area_um2": 54100,
    },
    "min_path": {
        "holdPathStages": 1,
        "min_from": "cop0[24][12]",
        "min_path_type": "reg -> reg",
        "min_to": "cop0[24][12]",
    },
    "critical_path": {
        "r2r_start": "cop0[12][1]",
        "crit_slowest_cell": "buf_4",
        "path_cells": "buf_4, buf_4, and2_4, buf_4, buf_4, nand2_1, o2111ai_1, or4_1, o32a_1, clkdlybuf4s50_1",
        "regToRegSetupSlack_ns": 9.84,
        "critPathKind": "in -> out",
        "start_kind": "input port",
        "critPathArrivalTime_ns": 6.97,
        "critPathMaxFanout": 59,
        "crit_required_ns": 10.00,
        "end_kind": "output pin",
        "reg2reg_depth": 6,
        "max_stage_delay_ns": 0.79,
        "cpMostUsedCell": "buf_4",
        "timing.rr.end": "cop0[13][28]",
    },
    "placed_design": {
        "gp_congestion": 0.957,
        "port_buffers": 141,
        "pre_cts_ws_ns": 3.22,
        "dp_hpwl_um": 103000,
        "postPlaceCellArea_um2": 50400,
    },
    "grt": {
        "grt_use_total_pct": 37.7,
        "grt_pass1_vias": 35300,
        "grt_overflow": 0,
        "grt_first_pass_wirelength_um": 251000,
        "grt_max_degree": 128,
        "antenna_found_initial": 1,
    },
    "run": {
        "cap_violations": 0,
        "warnings": 30,
    },
    "run_status": {
        "status": "completed",
    },
}
stage by stage:
stage               power [uW]  hold WS [ns]  cells
finish                    9000         0.482   5213
global route              9350         0.497   5206
CTS                       9030         0.482   5206
detailed placement        5720         0.468   5003
global placement          5660         0.462   5003
floorplan                 5230         0.449   3840
cell usage in the layout, fill, tap and decap left out, types with 21 or more instances in the layout:
cell                n
a22oi_1           144
mux2_1             75
a21oi_1            60
clkbuf_1           22
clkbuf_8           37
o32a_1             30
and2_1             39
clkinv_2           21
mux2i_1           108
nand2_1            58
a2111oi_0          38
mux2_2            847
mux2_4             31
dfrtp_1          1024
nand4_1           106
a221o_1            21
clkbuf_16         111
and3_1            128
buf_4             159
or4_1              22
nor2_1             54
clkdlybuf4s50_1   134
nand3_1           369
kinds of logic (layout without fill, tap and decap cells):
| kind of cell | Yosys count | after routing |
|---|---|---|
| multiplexers | 1061 | 1061 |
| flip-flops | 1024 | 1024 |
| AND/OR/NAND/NOR | 911 | 911 |
| AND-OR/OR-AND | 436 | 436 |
| buffers and inverters | 408 | 509 |
| other | 0 | 7 |
area by class of cell:
class,count,area [um^2]
antenna,7,17.5
clock buffer,170,3370
clock inverter,33,337
fill,7472,40900
inverter,6,26.3
multi-input combinational,2408,20600
sequential,1024,25600
tap,1265,1580
timing repair buffer,300,2590
power by group through the flow:
| stage | registers, uW | clock network (uW) | logic [uW] |
|---|---|---|---|
| final | 4390 | 3320 | 1300 |
| after CTS | 4380 | 3350 | 1300 |
| after global routing | 4460 | 3480 | 1410 |
worst max-delay path: cells and delay by family:
| kind | cells | cell delay (ns) |
|---|---|---|
| buffers and inverters | 5 | 2.75 |
| AND/OR/NAND/NOR | 3 | 1.04 |
| AND-OR/OR-AND | 2 | 0.51 |
per-layer routing:
| metal | vias up | share of wire (%) | track usage, % |
|---|---|---|---|
| met5 | - | 0.040 | 0.642 |
| met3 | 443 | 13 | 18.4 |
| li1 | 14400 | - | - |
| met2 | 1898 | 44 | 52.7 |
| met4 | 2 | 4.9 | 15.0 |
| met1 | 18000 | 39 | 52.4 |
Yosys cell counts, types with 27 or more instances:
cell       number  area share, %
buf_6          27           0.63
nand2_1        77           0.60
nand4_1       106            1.4
and2_1         40           0.52
dfrtp_1      1024             53
mux2_2        847             20
a22oi_1       144            2.3
nor2_1         63           0.49
buf_2         122            1.3
buf_1          40           0.31
o32a_1         30           0.63
a21oi_1        60           0.63
mux2_4         31           0.97
nand3_1       375            3.9
a2111oi_0      38           0.69
mux2i_1       108            2.3
mux2_1         75            1.8
and3_1        130            1.7
clkbuf_1      207            1.6
worst max path at each step:
stage        from   endpoint  slack, ns  cells after the start
6_report  addr[4]  rdata[24]       3.03                     10
4_1_cts   addr[4]  rdata[24]       3.23                     10
5_1_grt   addr[4]  rdata[13]       3.00                     10
Power is estimated from default activity; no workload was simulated.
